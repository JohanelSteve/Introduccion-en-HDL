<file path="flow/config.mk">
export PLATFORM = sky130hd
export DESIGN_NAME = BCDConvert
export DESIGN_NICKNAME = BCDConvert
export VERILOG_FILES = /design/flow/design.v
export SDC_FILE = /design/flow/constraint.sdc
export NUM_CORES = 4
export LEC_CHECK = 1
export CORE_UTILIZATION = 30
</file>
<file path="flow/constraint.sdc">
current_design BCDConvert

set clk_period 2.8
set clk_io_pct 0.2

create_clock -name clk0 -period $clk_period [get_ports {clk}]

set non_clock_inputs [all_inputs -no_clocks]
set_input_delay [expr $clk_period * $clk_io_pct] -clock clk0 $non_clock_inputs
set_output_delay [expr $clk_period * $clk_io_pct] -clock clk0 [all_outputs]
</file>
<file path="flow/design.v">
`timescale 1ns / 1ps
module BCDConvert(
    input           clk,
    input           en,
    input   [15:0]  bin_d_in,
    output  [3:0]   bcd_d_out_1,
    output  [3:0]   bcd_d_out_2,
    output  [3:0]   bcd_d_out_3,
    output  [3:0]   bcd_d_out_4,
    output  [3:0]   bcd_d_out_5,
    output  [3:0]   plus_minus,    
    output          rdy
    );    
    parameter IDLE          = 3'b000;
    parameter SETUP         = 3'b001;
    parameter ADD           = 3'b010;
    parameter SHIFT         = 3'b011;
    parameter DONE          = 3'b100;
    parameter SENDING_OUT   = 3'b101;
    reg [31:0]  bcd_data    = 0;
    reg [2:0]   state       = 0;
    reg         busy        = 0;
    reg [3:0]   sh_counter  = 0;
    reg [3:0]   output_counter  = 0;
    reg [2:0]   add_counter = 0;
    reg         result_rdy  = 0;
    reg [3:0]   direction   = 0;
    reg [3:0]   bcd_data_reg= 0;
        reg   [15:0]  bin_d_in_reg= 0;
        reg  [3:0]   bcd_d_out_1_reg= 0;
        reg  [3:0]   bcd_d_out_2_reg= 0;
        reg  [3:0]   bcd_d_out_3_reg= 0;
        reg  [3:0]   bcd_d_out_4_reg= 0;
        reg  [3:0]   bcd_d_out_5_reg= 0;
        reg  [3:0]   plus_minus_reg= 0;     
    always @(posedge clk)
        begin
        if(en)
            begin
                if(~busy)
                    begin
                    bcd_data     <= {16'b0, bin_d_in[14:0]};
                    direction    <= {4'b0, bin_d_in[15:15]};
                    state       <= SETUP;
                    end
            end
        case(state)
            IDLE:
                begin
                    result_rdy  <= 0;
                    busy        <= 0;
                    output_counter <= 0;
                end
            SETUP:
                begin
                busy        <= 1;
                state       <= ADD;
                end
            ADD:
                begin
                case(add_counter)
                    0:
                        begin
                        if(bcd_data[15:12] > 4)
                            begin
                                bcd_data[27:12] <= bcd_data[27:12] + 3;
                            end
                            add_counter <= add_counter + 1;
                        end
                    1:
                        begin
                        if(bcd_data[19:16] > 4)
                            begin
                                bcd_data[27:16] <= bcd_data[27:16] + 3;
                            end
                            add_counter <= add_counter + 1;
                        end
                    2:
                        begin
                        if((add_counter == 2) && (bcd_data[23:20] > 4))
                            begin
                                bcd_data[27:20] <= bcd_data[27:20] + 3;
                            end
                            add_counter <= add_counter + 1;
                        end
                    3:
                        begin
                        if((add_counter == 3) && (bcd_data[27:24] > 4))
                            begin
                                bcd_data[27:24] <= bcd_data[27:24] + 3;
                            end
                            add_counter <= add_counter +1;
                        end
                     4:
                                                begin
                                                if((add_counter == 4) && (bcd_data[31:28] > 4))
                                                    begin
                                                        bcd_data[31:28] <= bcd_data[31:28] + 3;
                                                    end
                                                    add_counter <= 0;
                                                    state   <= SHIFT;
                                                end
                    endcase
                end
            SHIFT:
                begin
                sh_counter      <= sh_counter + 1;
                bcd_data        <= bcd_data << 1;
                if(sh_counter == 11)
                    begin
                    sh_counter  <= 0;
                    state       <= SENDING_OUT;
                    end
                else
                    begin
                    state       <= ADD;
                    end
                end
            SENDING_OUT:
                begin
                       result_rdy      <= 1;
                    bcd_d_out_1_reg    <= bcd_data[15:12];
                    bcd_d_out_2_reg    <= bcd_data[19:16];
                    bcd_d_out_3_reg    <= bcd_data[23:20];
                    bcd_d_out_4_reg    <= bcd_data[27:24];
                    bcd_d_out_5_reg    <= bcd_data[31:28];
                    plus_minus_reg     <= direction;
                    state              <= DONE;
                end
            DONE:
                begin
                state       <= IDLE;
                result_rdy  <= 0;
                end
            default:
                begin
                state <= IDLE;
                end
            endcase
        end
                                assign bcd_d_out_1    = bcd_d_out_1_reg;
                                assign bcd_d_out_2    = bcd_d_out_2_reg;
                                assign bcd_d_out_3    = bcd_d_out_3_reg;
                                assign bcd_d_out_4    = bcd_d_out_4_reg;
                                assign bcd_d_out_5    = bcd_d_out_5_reg;
                                assign plus_minus     = plus_minus_reg;
    assign rdy          = result_rdy;
endmodule
</file>
<file path="flow/run.sh">
#!/bin/bash
# OpenROAD 26Q1-2900-gdf79404cd8, Yosys 0.63+post, stock flow scripts
make -C /OpenROAD-flow-scripts/flow DESIGN_CONFIG=/design/flow/config.mk WORK_HOME=/design/flow/orfs finish
</file>
==> run summary <==
run results: # fillers 1284, CTS tree built, CP Buf/Inv Count 1, DRT Wirelength 11200 um, Pleak 1.69 nW, critical path type register to register, number of setup violations in the final report 0, fin crit share 0.847, slowest stage delay, CP 0.58 ns, initial antenna violation count 0, clk buf depth 2, WL/cell 16.8 um, most frequent cell after synthesis nand2_1, DR DRC count 0, PwrDens 456 mW/mm^2, GP Congestion 0.966, Critical Path Source add_counter[0]$_SDFFCE_PP0P_, critical path arrival 2.63 ns, Post-Syn Area per Cell 8.98 um^2, Ports 43, vias per inst 5.51, worst slew pin tran 0.790 ns, FP Core Util 0.308, Latency at later pin 0.33 ns, Yosys warning count 1, YS chip area 0.00410 mm^2, Setup Buffers After CTS 0, Cell Type Count 72, Synth Instances 456, Main synth FF type edfxtp_1, vias in the first global route 3421, Vias 3656, GRT Util Overall 0.165, final clock skew 0.00480 ns, Critical Path, Cell by Cell inv_1, ha_1, and2b_4, a21bo_1, or4_1, a31oi_1, critical path's slowest cell or4_1, hold wc startpoint direction[0]$_DFFE_PP_, # Max-Cap Violations 0, Die Span Y 119 um, worst vdd ir 0.000214 V, hpwl dp 7470 um, worst-path fanout max 16, comb area leader AND-OR/OR-AND gates, XORs/XNORs by Area 0.0150, Seq share, synth 0.425, Compound Share, Synth 0.240, Comb area 0.00209 mm^2, Registers, synthesis 66, # resized after CTS 0, ys async rst share 0, Mux cell area share 0.0156, Synth top area share 0.308, Startpoint Class register, EDFF count, synth 42, first-pass GRT wire length 18000 um, Commonest cells post-synth nand2_1, edfxtp_1, o21ai_0, delay-heaviest family, CP simple AND/OR/NAND/NOR gates, max FFs per register 32, grt ovf 0, die area 0.0141 mm^2, Die W 119 um, CTS Buf Count 9, setup TNS 0 ns, Worst Hold Class register to register, Detailed Route Iter0 Violations 277, critical path required time 3.06 ns, Critical Path End Type register, reg2reg start add_counter[0]$_SDFFCE_PP0P_, htree depth 3, ys cells 456, I/O Buffers 39, area of the core 0.0133 mm^2, Pwr Total 2.24 mW, adder-cell share of the synthesized area 0.0519, main area contributors edfxtp_1, dfxtp_1, nand2_1, simple share 0.186, P&R area growth vs syn 20.1%, status finished, final reports clean, FF/Latch Area 0.00174 mm^2, Hold Vio Cnt, Final 0, fmax 422 MHz, Rel. slew slack 0.472, clk slew on worst S/H paths 0.06 ns, 1st-pass router iterations 4, Tmin final 2.37 ns, CTS Hold Bufs 0, Routed Antenna Nets 0, Sinks on Clock Net 66, Clock Tree Root clkbuf_16, Syn Std Cell Area 0.00410 mm^2, RSZ-0062 raised after global routing false, Final Core Density 0.370, num rows 42, Synth area leader edfxtp_1, tool warnings 34, n_diodes 0, largest net degree at the start of global routing 22, ratio of cells with drive above 1 in the final layout 0.0799, Final Max Tran Viols 0
cell type report:
cell class,instances,area share
multi-input combinational,333,0.426
clock inverter,7,0.0158
sequential,66,0.354
inverter,23,0.0176
clock buffer,9,0.0458
timing repair buffer,50,0.0962
tap,176,0.0448
layer usage:
metal	vias to the layer above	part of all wire	GRT usage
li1	1767	-	-
met1	1703	0.45	0.247
met2	156	0.45	0.253
met3	30	0.076	0.0313
met4	0	0.028	0.0411
met5	-	0	0
layout by cell type (no fill, tap or decap), types with 6 or more instances in the layout:
cell type	netlist	layout
nor2b_1	6	6
nor2_1	22	22
buf_4	4	11
o21ai_1	7	7
inv_1	22	22
dfxtp_1	24	24
nand2b_1	7	7
a21oi_1	25	25
clkdlybuf4s50_1	0	39
ha_1	17	17
o21ai_0	29	29
clkbuf_16	0	9
a31oi_1	14	14
o31ai_1	8	8
edfxtp_1	42	42
nand2_1	57	57
nand3_1	21	21
nor3_1	9	9
o22ai_1	8	8
or3_1	7	7
path summary, 6_finish.rpt:
| path | end | slack (ns) | depth (start not counted) |
|---|---|---|---|
| worst max-delay path | bcd_data[24]$_DFF_P_ | 0.43 | 6 |
| worst min register to register | plus_minus_reg[0]$_DFFE_PP_ | 0.42 | 0 |
| worst min-delay path | plus_minus_reg[0]$_DFFE_PP_ | 0.42 | 0 |
| worst max register to register | bcd_data[24]$_DFF_P_ | 0.43 | 6 |
where the power goes:
part / switching, mW / internal [mW] / total (mW)
clock network: 0.450 / 0.697 / 1.15
logic: 0.0214 / 0.0360 / 0.0575
registers: 0.00935 / 1.03 / 1.04
total: 0.480 / 1.76 / 2.24
per-stage QoR:
step                std cells  worst slack (ns)  hold slack (ns)  cell area (um^2)
detailed placement        648             0.467            0.405              4620
global route              664             0.306            0.445              4920
finish                    664             0.428            0.417              4920
global placement          648             0.531            0.403              4620
CTS                       664             0.461            0.418              4920
floorplan                 458             0.846            0.400              4100
logic make-up (layout without fill, tap and decap cells):
kind of cell,after synthesis,after routing
other,1,3
buffers and inverters,59,89
adders and majority gates,17,17
xor gates and xnor gates,7,7
AOI/OAI and AO/OA,145,145
and+or+nand+nor,155,155
DFF,66,66
muxes,6,6
Power and IR drop assume default switching activity.
